==> flow/design.v <==
module SevenSegment (
	input [3:0]in,
	output reg[6:0]out
);
always @(*) begin : proc_7seg
	case (in) 
		0 : out = 7'b1000000;
		1 : out = 7'b1111001;
		2 : out = 7'b0100100;
		3 : out = 7'b0110000;
		4 : out = 7'b0011001;
		5 : out = 7'b0010010;
		6 : out = 7'b0000010;
		7 : out = 7'b1110000;
		8 : out = 7'b0000000;
		9 : out = 7'b0010000;
		default : out = 7'b1111111;
	endcase
end
endmodule
==> flow/run.sh <==
#!/bin/bash
# OpenROAD 26Q1-2900-gdf79404cd8, Yosys 0.63+post, stock flow scripts
make -C /OpenROAD-flow-scripts/flow DESIGN_CONFIG=/design/flow/config.mk WORK_HOME=/design/flow/orfs finish
==> flow/config.mk <==
export PLATFORM = sky130hd
export DESIGN_NAME = SevenSegment
export DESIGN_NICKNAME = SevenSegment
export VERILOG_FILES = /design/flow/design.v
export SDC_FILE = /design/flow/constraint.sdc
export NUM_CORES = 4
export LEC_CHECK = 1
export CORE_AREA = 10 10 70 70
export DIE_AREA = 0 0 80 80
==> flow/constraint.sdc <==
current_design SevenSegment

set clk_period 1.2
set clk_io_pct 0.2

create_clock -name clk0 -period $clk_period

set non_clock_inputs [all_inputs -no_clocks]
set_input_delay [expr $clk_period * $clk_io_pct] -clock clk0 $non_clock_inputs
set_output_delay [expr $clk_period * $clk_io_pct] -clock clk0 [all_outputs]
==> flow_metrics.tcl <==
# yosys + openroad results
set metrics [dict create \
    status "complete, but fails checks" \
    violations "negative setup slack" \
    dp_slack_ns -0.8596 \
    top_area_frac 0.3145 \
    worstPathCellList "buf_8 -> buf_6 -> ha_4 -> nor3b_4 -> buf_4 -> nor2_2 -> buf_2" \
    synth_warnings 1 \
    ys_area_sq_um 198.9 \
    path_max_fanout 4 \
    synthTopCellsByCount "ha_1, o21ai_0, nor2_1" \
    track_usage 0.02147 \
    rows 21 \
    ys_cells 31 \
    area_growth_pct 149.1 \
    syn_area_sq_um 198.9 \
    chipArea_sq_mm 0.006400 \
    grt_max_degree 10 \
    p_total_uw 146.8 \
    yosysTopAreaCell "ha_1" \
    peakVddDrop_mv 0.04300 \
    relSlewSlack 0.8995 \
    antenna_found_initial 0 \
    grt_pass1_vias 262 \
    drt_first_iter_violations 2 \
    max_freq_mhz 781.9 \
    critical_path_arrival_ns 1.04 \
    yosysUniqueCellTypes 11 \
    clkbuf_count 0 \
    min_period_ns 1.279 \
    syn_avg_cell_area_sq_um 6.417 \
    critPathKind "in -> out" \
    final_cell_area_sq_um 495.5 \
    worst_slew_pin_slew_ns 0.1492 \
    fin_ws_ns -0.07898 \
    globalRoute.totalOverflow 0 \
    setup_viol 2 \
    core_sq_mm 0.003416 \
    fp.dieH_microns 80 \
    boundaryPins 11 \
    worst_setup_path_start_kind "input pin" \
    warning_count 38 \
    ys_seq_frac 0 \
    num-fill-cells 391 \
    dp_hpwl_microns 525.8 \
    holdPathStages 4 \
    antenna_cells 0 \
    cp_slowest_cell "nor3b_4" \
    p_per_area_mw_per_mm2 296.2 \
    die_x_microns 80 \
    netlist_instances 31 \
    seq_area_sq_um 0 \
    layout-drive-gt1-share 0.7083 \
    num_vias 280 \
    avgRoutedWirePerCell_microns 8.628 \
    firstDrtPassIters 2 \
    max_stage_delay_ns 0.17 \
    vias_per_cell 2.979 \
    hold_viol 0 \
    io_buffers 11 \
    maxCapViolations 0 \
    tns_ns -0.1021 \
    post-route-util 0.1451 \
    grt_first_pass_wirelength_mm 1.193 \
    fp_util 0.05824 \
    leakage_uw 0.0001971 \
    drc 0 \
    rsz0062_at_grt "yes" \
    fin_crit_sh 1.066 \
    slew_violations 0 \
    ant_nets 0 \
    post_dp_cell_area_sq_um 389.1 \
    cp_data_required_time_ns 0.96 \
    finalWirelength_microns 811 \
    synth.area.top_cells "ha_1, o21ai_0, buf_4" \
    cts_hold_buffers 0 \
    hp-class "in -> out" \
    numSequentialCells 0 \
    gp_congestion 0.6927 \
    end_kind "output pin" \
]
[logic make-up (layout without fill, tap and decap cells)]
group                      after synthesis  in the layout  share of synthesized area
and+or+nand+nor                         11             11                     0.2830
adders and majority gates                5              5                     0.3145
buffers and inverters                    5             22                     0.1509
AOI/OAI and AO/OA                       10             10                     0.2515
[final timing paths]
path | startpoint | slack, ns | to
worst max-delay path | in[1] | -0.08 | out[5]
worst min-delay path | in[3] | 0.84 | out[1]
[repair_timing]
item	in CTS	in global routing
buffers inserted	3	0
setup endpoints to repair	7	7
pin swaps	8	4
resized	62	10
[layout by cell type, fill, tap and decap left out, drive strengths merged]
cell type,synthesis,routed
o21ai,7,7
a21oi,3,3
nand2,2,2
nor3b,1,1
or2b,1,1
nor2,4,4
ha,5,5
inv,2,2
clkdlybuf4s15,0,1
nand2b,3,3
buf,3,19
[layer usage]
| metal | vias up | track usage | wire length (microns) |
|---|---|---|---|
| met3 | 0 | 0.007955 | 74 |
| li1 | 136 | - | - |
| met5 | - | 0 | 0 |
| met2 | 8 | 0.03210 | 352 |
| met4 | 0 | 0 | 0 |
| met1 | 136 | 0.03032 | 385 |
[layout make-up]
type               instances  area, sq um  area share
multi-input cells         26        257.7      0.5202
repair buffers            20        170.2      0.3434
well taps                 46        57.56      0.1162
inverters                  2        10.01     0.02020
[per-stage QoR]
step	hold WS [ns]	std cells
floorplan	0.5567	31
global placement	1.558	91
detailed placement	1.548	91
CTS	0.8548	94
global route	0.8799	94
finish	0.8361	94
[worst max-delay path, delay by kind of cell]
kind | cells | cell delay, ns
buffers and inverters | 4 | 0.45
AND/OR/NAND/NOR | 2 | 0.19
adder cells (fa/ha/maj) | 1 | 0.15
[power breakdown]
part | total, uW | internal (uW) | leakage [uW] | switching, uW
Combinational | 147 | 83.5 | 0.000197 | 63.2
Sequential | 0 | 0 | 0 | 0
Clock | 0 | 0 | 0 | 0
Total | 147 | 83.5 | 0.000197 | 63.2
Power and IR drop assume default switching activity.
